--- design/flow/config.mk ---
export PLATFORM = sky130hd
export DESIGN_NAME = IDEX
export DESIGN_NICKNAME = IDEX
export VERILOG_FILES = /design/flow/design.v
export SDC_FILE = /design/flow/constraint.sdc
export NUM_CORES = 4
export LEC_CHECK = 1
export CORE_AREA = 10 10 181 181
export DIE_AREA = 0 0 191 191
--- design/flow/constraint.sdc ---
current_design IDEX

set clk_period 1.0
set clk_io_pct 0.2

create_clock -name clk0 -period $clk_period [get_ports {clock}]

set non_clock_inputs [all_inputs -no_clocks]
set_input_delay [expr $clk_period * $clk_io_pct] -clock clk0 $non_clock_inputs
set_output_delay [expr $clk_period * $clk_io_pct] -clock clk0 [all_outputs]
--- design/flow/design.v ---
`timescale 1ns / 1ps
module IDEX(
    input clock,
    input reset,
    input [31:0] IFID_PCPlus4,
    input [31:0] readData1,
    input [31:0] readData2,
    input [31:0] signextended,
    input [4:0] IFID_rt,
    input [4:0] IFID_rd,
    input [1:0] wb, 
    input [2:0] m, 
    input [4:0] ex, 
    output reg [31:0] IDEX_PCPlus4,
    output reg [31:0] IDEX_readData1,
    output reg [31:0] IDEX_readData2,
    output reg [31:0] IDEX_signextended,
    output reg [4:0] IDEX_rt,
    output reg [4:0] IDEX_rd,
    output reg [1:0] IDEX_wb,
    output reg [2:0] IDEX_m,
    output reg [4:0] IDEX_ex
    );
    always @ (posedge clock)
    if(!reset)
        begin
        IDEX_PCPlus4=IFID_PCPlus4;
        IDEX_readData1=readData1;
        IDEX_readData2=readData2;
        IDEX_signextended=signextended;
        IDEX_rt=IFID_rt;
        IDEX_rd=IFID_rd;
        IDEX_m=m;
        IDEX_wb=wb;
        IDEX_ex=ex;
        end
    else
        begin
        IDEX_PCPlus4=0;
        IDEX_readData1=0;
        IDEX_readData2=0;
        IDEX_signextended=0;
        IDEX_rt=0;
        IDEX_rd=0;
        IDEX_m=0;
        IDEX_wb=0;
        IDEX_ex=0;
        end
endmodule
--- design/flow/run.sh ---
#!/bin/bash
# OpenROAD 26Q1-2900-gdf79404cd8, Yosys 0.63+post, stock flow scripts
make -C /OpenROAD-flow-scripts/flow DESIGN_CONFIG=/design/flow/config.mk WORK_HOME=/design/flow/orfs finish
==> impl_metrics.ini <==
; implementation run metrics
[outcome]
status = finished with violations
violations = negative setup slack

[floorplanning]
placementRows = 62
fp.dieH_um = 191
core_util_floorplan = 0.138
io_pins = 298
core_um2 = 28800
die_w_um = 191
die_area_um2 = 36500

[synth]
synthCells = 312
ys_area_um2 = 3970
synth_cell_types = 4
aoi_share = 0
post_synth_instance_area_um2 = 3970
synth_seq_share = 0.746
ys_cells = 312
ys.flops = 148
ys_sh_xor = 0
ys_top_logic_family = simple AND/OR/NAND/NOR gates
ys_sh_adder = 0
ys_sh_mux = 0
ys_warn_count = 1
ys_sh_simple = 0.233
synth_area_per_cell_um2 = 12.7

[critical_path]
critPathTopFamily = flip-flops
worst_path_max_delay_cell = dfxtp_4
required_ns = 0.80
crit_type = reg -> out
worstPathMaxFanout = 1
end_kind = output port
cp_cell_sequence = buf_6
critPathArrivalTime_ns = 0.91
worst-path-buf-inv = 1
cpPeakStageDelay_ns = 0.39
timing.critical_path.from_type = flop

[placed_design]
numPlacedInstances = 986
dp_hpwl_um = 11800
place_area_um2 = 7440
port_buffers = 297
preCtsSetupSlack_ns = -0.202
gp_congestion = 0.771

[finish]
n_fill_cell = 2994
final_layout_top_logic_cells = nor2b_1, clkdlybuf4s50_1, buf_2
drive_gt1_frac = 0.330
utilization = 0.257
comb_area_um2 = 926
area_delta_synth_final_pct = 86.2
instances_no_fill = 1019
fin_area_um2 = 7400
flop_area_um2 = 2990

[detailed_routing]
vias_per_cell = 3.01
drt_iter0_drc = 58
drcViolationCount = 0
ant_nets = 0
wirelength_um = 14700
dr.pass1.iters = 4
wl_per_cell_um = 14.5
via_count = 3068

[final_timing]
tightest_slew_ns = 0.213
finalClockPeriodUsage = 1.11
rsz0062_at_grt = yes
finalHoldViolCount = 0
maxSlewHeadroom = 0.858
fin_tns_setup_ns = -1.96
min_period_ns = 1.11
setup_viol = 137
fin_hold_ws_ns = 0.233
maxSlewViolCount = 0
worst_slack_ns = -0.107
max_freq_ghz = 0.903

[power]
power_density_nw_per_um2 = 1900
p_leak_nw = 3.22
irDropWorstVdd_mv = 0.991
p_total_mw = 14.1

[global_routing]
grtUsageTotal = 0.0772
grt_max_degree = 36
antenna_found_initial = 1
grt_pass1_wl_um = 21100
grt_overflow = 0
grt_pass1_vias = 3216

[clock_network]
clk_pin_slew_ns = 0.06
cts_made_buffers = 17
htreeDepth = 4
root_buffer = clkbuf_16
cts_tree = built
cts_sinks = 148
cts_max_path_buffers = 2
post_cts_buffers = 0

[hold_path]
hold_path_class = in -> reg

[flow_run]
drv_cap = 0
warning_count = 27
[path summary, 6_finish.rpt]
check  depth (start not counted)  startpoint  slack (ns)         end
max                            1  IDEX_rd[1]       -0.11  IDEX_rd[1]
min                            3       reset        0.23   IDEX_m[1]
[cells in the mapped netlist]
| cell type | n | share of area |
|---|---|---|
| buf_4 | 2 | 0.0038 |
| buf_2 | 14 | 0.018 |
| dfxtp_1 | 148 | 0.75 |
| nor2b_1 | 148 | 0.23 |
[power by group]
part / switching, mW / total (mW) / leakage, nW / internal, mW
Sequential: 0.0764 / 6.29 / 1.24 / 6.22
Combinational: 0.313 / 1.21 / 1.68 / 0.900
Clock: 2.58 / 6.57 / 0.293 / 3.99
Total: 2.97 / 14.1 / 3.22 / 11.1
[layout make-up]
cell class,count,area share
well taps,384,0.0649
clock inverters,13,0.0211
multi-input cells,148,0.125
flip-flops and latches,148,0.405
diodes,1,0.000338
clock buffers,19,0.0599
repair buffers,306,0.324
[cells by family (layout without fill, tap and decap cells)]
| kind of cell | count (synthesis) | in the layout |
|---|---|---|
| buffers and inverters | 16 | 338 |
| other | 0 | 1 |
| DFF | 148 | 148 |
| and+or+nand+nor | 148 | 148 |
[metal layers]
metal  up-vias  GRT usage  wire, um
met3        16     0.0376      1670
met5         -          0         0
met1      1339     0.0912      5760
met4         0     0.0154       311
met2       157      0.126      7010
li1       1556          -         -
[registers in the layout (all words and copies together) (netlist names)]
| name | count |
|---|---|
| IDEX_rd | 5 |
| IDEX_rt | 5 |
| IDEX_signextended | 32 |
| IDEX_wb | 2 |
| IDEX_PCPlus4 | 32 |
| IDEX_ex | 5 |
| IDEX_readData1 | 32 |
| IDEX_readData2 | 32 |
| IDEX_m | 3 |
[timing repair]
item | CTS | global route
setup endpoints to repair | 148 | 148
gates resized | 506 | 13
hold buffers | 0 | 0
Power is estimated from default activity; no workload was simulated.
