==> flow/config.mk <==
export PLATFORM = sky130hd
export DESIGN_NAME = EXMEM
export DESIGN_NICKNAME = EXMEM
export VERILOG_FILES = /design/flow/design.v
export SDC_FILE = /design/flow/constraint.sdc
export NUM_CORES = 4
export LEC_CHECK = 1
export CORE_AREA = 10 10 140 140
export DIE_AREA = 0 0 150 150
==> flow/constraint.sdc <==
current_design EXMEM

set clk_period 1.0
set clk_io_pct 0.2

create_clock -name clk0 -period $clk_period [get_ports {clock}]

set non_clock_inputs [all_inputs -no_clocks]
set_input_delay [expr $clk_period * $clk_io_pct] -clock clk0 $non_clock_inputs
set_output_delay [expr $clk_period * $clk_io_pct] -clock clk0 [all_outputs]
==> flow/design.v <==
`timescale 1ns / 1ps
module EXMEM(
    input clock,
    input reset,
    input [1:0] IDEX_wb,
    input [2:0] IDEX_m,
    input [31:0] EX_branchTarget,
    input [31:0] EX_aluResult,
    input EX_zero,
    input [31:0] EX_memWriteData,
    input [4:0] EX_writeReg,
    output reg [1:0] EXMEM_wb, 
    output reg [2:0] EXMEM_m,
    output reg [31:0] EXMEM_branchTarget,
    output reg EXMEM_zero,
    output reg [31:0] EXMEM_aluResult,
    output reg [31:0] EXMEM_memWriteData,
    output reg [4:0] EXMEM_writeReg
);
    always @ (posedge clock)
    if(!reset)
    begin
        EXMEM_wb=IDEX_wb;
        EXMEM_m=IDEX_m;
        EXMEM_aluResult=EX_aluResult;
        EXMEM_branchTarget=EX_branchTarget;
        EXMEM_zero=EX_zero;
        EXMEM_memWriteData=EX_memWriteData;
        EXMEM_writeReg=EX_writeReg;
    end
    else
    begin
        EXMEM_wb=0;
        EXMEM_m=0;
        EXMEM_aluResult=0;
        EXMEM_branchTarget=0;
        EXMEM_zero=0;
        EXMEM_memWriteData=0;
        EXMEM_writeReg=0;
    end
endmodule
==> flow/run.sh <==
#!/bin/bash
# OpenROAD 26Q1-2900-gdf79404cd8, Yosys 0.63+post, stock flow scripts
make -C /OpenROAD-flow-scripts/flow DESIGN_CONFIG=/design/flow/config.mk WORK_HOME=/design/flow/orfs finish
==> metrics.yaml <==
run_status:
  status: "finished with violations"
  violations: "negative setup slack"
layout:
  drive_gt1_share_pct: 32.4
  fin_util_pct: 30.9
  syn_to_final_growth_pct: 78.0
setup_path:
  critPathLaunchType: "flip-flop"
  path_class: "reg -> out"
  path_depth: 1
  crit_required_ps: 800
  path_cells: "buf_6"
  endpoint_kind: "output port"
  cp_slowest_stage_delay_ps: 370
  endpoint: "EXMEM_aluResult[27]"
  cp_slowest_cell: "dfxtp_4"
  arrival_ps: 820
  cp_num_buf_inv: 1
  cp_top_family: "flip-flops"
  crit_start: "EXMEM_aluResult[27]$_SDFF_PP0_"
  worstPathMaxFanout: 1
timing:
  fmax_ghz: 0.981
  period_needed_ps: 1020
  grt_setup_unrepaired: "yes"
  setup_viol: 1
  worst_slack_ps: -19.1
  worst_hold_slack_ps: 247
  period_used_pct: 102
  slew_violations: 0
  tightestPinTransition_ps: 282
  final-hold-violation-count: 0
  max-slew-margin-rel_pct: 81.2
drt:
  diodes: 0
  finalWirelength_mm: 9.49
  first_iter_violations: 26
  drc: 0
  drtPass1Iterations: 3
  drtAntennaViolNets: 0
  post_drt_wl_per_cell_um: 14.2
  dr_total_vias: 2205
  viasPerCell: 3.31
logic_synthesis:
  synth.largest_area_cell: "dfxtp_1"
  ys_chip_area_mm2: 0.00288
  yosysTopAreaCellShare_pct: 74.5
  syn_avg_cell_area_um2: 12.8
  synth_flops: 107
  synth_seq_share_pct: 74.5
  synth_cell_types: 4
  syn_area_mm2: 0.00288
  synthCells: 225
  topCellsByArea: "dfxtp_1 (74%), nor2b_1 (23%), buf_2 (1.2%)"
  ys_cells: 225
  synth_warnings: 1
floorplan:
  fp_util_pct: 17.3
  core-area_mm2: 0.0166
  die_y_um: 150
  fp-row-count: 47
  die_w_um: 150
  dieArea_mm2: 0.0225
  ioPinCount: 216
power:
  power_density_mw_per_mm2: 1770
  leakagePower_nw: 2.25
  peakVddDrop_mv: 0.772
run:
  drv_cap: 0
  stage_log_warnings: 27
cts:
  htreeDepth: 3
  root_buffer: "clkbuf_16"
  cts_sinks: 107
  cts_tree: "done"
  numCtsBuffers: 9
  clkSlewWorstSetupHoldPaths_ps: 70
  clk_path_buf_depth: 2
  post_cts_buffers: 0
global_routing:
  grt_pass1_wl_mm: 14.0
  grtUsageTotal_pct: 8.03
  antenna_found_initial: 0
  grt_pass1_vias: 2344
  grt_overflow: 0
  grt_max_degree: 64
place:
  io_buffers: 215
  dpl.hpwl_mm: 7.61
  gp_congestion: 0.782
min_path:
  min_path_type: "in -> reg"
-- what timing repair did --
item,in CTS,in global routing
gates resized,353,9
hold buffers,0,0
endpoints found under the setup margin,107,17
-- cells in the final DEF (no fill, tap or decap) --
cell,synthesis,final
buf_2,7,103
clkbuf_1,0,2
dfxtp_1,107,86
clkbuf_16,0,9
bufinv_16,0,2
clkinv_2,0,1
dfxtp_4,0,1
dfxtp_2,0,20
buf_4,4,2
buf_6,0,4
nor2b_1,107,107
clkdlybuf4s50_1,0,107
buf_12,0,3
-- routing by layer --
layer | vias up | global-route usage [%] | wire, um
li1 | 1107 | - | -
met1 | 955 | 9.40 | 3630
met2 | 132 | 11.7 | 4050
met3 | 11 | 5.89 | 1630
met4 | 0 | 1.75 | 175
met5 | - | 0 | 0
-- Yosys cell counts --
cell / instances
buf_2: 7
nor2b_1: 107
buf_4: 4
dfxtp_1: 107
-- flip-flops by register name, indices dropped and copies added, names as in the netlist --
register,count
EXMEM_zero,1
EXMEM_m,3
EXMEM_aluResult,32
EXMEM_writeReg,5
EXMEM_wb,2
EXMEM_memWriteData,32
EXMEM_branchTarget,32
-- worst min path at each step --
stage / startpoint / to / depth (start not counted)
global route: reset / EXMEM_aluResult[9]$_SDFF_PP0_ / 3
finish: reset / EXMEM_aluResult[9]$_SDFF_PP0_ / 3
CTS: reset / EXMEM_aluResult[10]$_SDFF_PP0_ / 3
-- cells by family (layout without fill, tap and decap cells) --
| logic type | Yosys count | after routing | share of synthesized area [%] |
|---|---|---|---|
| buffers and inverters | 11 | 233 | 2.26 |
| flip-flops | 107 | 107 | 74.5 |
| AND/OR/NAND/NOR | 107 | 107 | 23.3 |
-- power by group --
group / total [W] / switching [W] / internal, W / leakage (nW)
Clock: 0.00364 / 0.00148 / 0.00216 / 0.145
Combinational: 0.000855 / 0.000213 / 0.000642 / 1.21
Sequential: 0.00455 / 0.0000541 / 0.00450 / 0.898
-- layout make-up --
class,count,area [um2]
timing repair buffer,219,1710
multi-input combinational,107,669
clock inverter,3,65.1
clock buffer,11,233
tap,220,275
fill,1727,11500
sequential,107,2170
-- per-stage QoR --
| stage | TNS, ps | cell area, um2 | worst slack, ps | cells | power (W) |
|---|---|---|---|---|---|
| floorplan | 0 | 2880 | 352 | 225 | 0.00478 |
| global placement | -292 | 5300 | -150 | 653 | 0.00572 |
| detailed placement | -259 | 5300 | -134 | 653 | 0.00573 |
| CTS | -96.6 | 5090 | -55.0 | 667 | 0.00924 |
| global route | -150 | 5120 | -56.0 | 667 | 0.00950 |
| finish | -19.1 | 5120 | -19.1 | 667 | 0.00905 |
No activity file was given, so power comes from the tool's default toggle rates.
