==> design.v <==
`timescale 1ns / 1ps
module MEMWB(
    input clock,
    input reset,
    input [1:0] EXMEM_wb,
    input [31:0] memReadData,
    input [31:0] EXMEM_aluResult,
    input [4:0] EXMEM_writeReg,
    output reg [1:0] MEMWB_wb,
    output reg [31:0] MEMWB_aluResult,
    output reg [31:0] MEMWB_memReadData,
    output reg [4:0] MEMWB_writeReg
);
    always @ (posedge clock)
    if(!reset)
    begin
        MEMWB_wb=EXMEM_wb;
        MEMWB_aluResult=EXMEM_aluResult;
        MEMWB_memReadData=memReadData;
        MEMWB_writeReg=EXMEM_writeReg;
    end
    else
    begin
        MEMWB_wb=0;
        MEMWB_aluResult=0;
        MEMWB_memReadData=0;
        MEMWB_writeReg=0;
    end
endmodule
==> run.sh <==
#!/bin/bash
# OpenROAD 26Q1-2900-gdf79404cd8, Yosys 0.63+post, stock flow scripts
make -C /OpenROAD-flow-scripts/flow DESIGN_CONFIG=/design/flow/config.mk WORK_HOME=/design/flow/orfs finish
==> config.mk <==
export PLATFORM = sky130hd
export DESIGN_NAME = MEMWB
export DESIGN_NICKNAME = MEMWB
export VERILOG_FILES = /design/flow/design.v
export SDC_FILE = /design/flow/constraint.sdc
export NUM_CORES = 4
export LEC_CHECK = 1
export CORE_UTILIZATION = 30
==> constraint.sdc <==
current_design MEMWB

set clk_period 1.0
set clk_io_pct 0.2

create_clock -name clk0 -period $clk_period [get_ports {clock}]

set non_clock_inputs [all_inputs -no_clocks]
set_input_delay [expr $clk_period * $clk_io_pct] -clock clk0 $non_clock_inputs
set_output_delay [expr $clk_period * $clk_io_pct] -clock clk0 [all_outputs]
==> deck_impl_summary.md <==
Synthesis and Place & Route Summary

Status
  • Status: finished, final reports clean

Yosys
  • Syn_area_per_cell: 12.8 um2
  • Yosys Chip Area: 1900 um2
  • Synth cell types: 3
  • Cell Area, Synth: 1900 um2
  • Yosys warns: 1
  • Area share, top type: 0.748
  • Post-synthesis sequential area ratio: 0.748
  • Number of synthesized register bits: 71
  • Gate Count Post-Synth: 149
  • # Cells Yosys: 149
  • Synth area leaders: dfxtp_1 (75%), nor2b_1 (23%), buf_2 (1.8%)
  • Area leader, netlist: dfxtp_1

GRT
  • Total grt overflow: 0
  • Pin count of the biggest net entering global routing: 38
  • All-layer global routing usage: 0.129
  • First-pass GRT wire length: 6420 um
  • Initial antenna violation count: 0
  • Vias in the first global route: 1409

Final timing
  • RSZ-0062 raised after global routing: no
  • Max Slew Vio Count: 0
  • Final hold viol count: 0
  • Final setup vio count: 0
  • Total negative slack: 0 ns
  • Final worst slack: 0.0630 ns
  • Min Tclk post-route: 0.937 ns
  • Worst slew pin tran: 0.214 ns
  • Slew headroom: 0.858
  • Fmax: 1.07 GHz
  • Post-route clock period utilization: 0.937

Route
  • DR WL met2: 1850 um
  • Top layer in use: met4
  • Routed Antenna Nets: 0
  • DR vias: 1465
  • 1st-pass router iterations: 2
  • Met1 WL: 1610 um
  • Iter 0 DRT Violations: 40
  • Routed wl met3: 705 um
  • Antenna fix cells: 0
  • Final wirelength: 4240 um
  • Routed len/inst: 11.2 um
  • Vias per inst: 3.89
  • DRC viols: 0

Clock network
  • Post-CTS Hold Buffers: 0
  • Clk sink count: 71
  • Total CTS buffers: 9
  • Clock-pin slew on the worst setup and hold paths: 0.07 ns
  • CTS Root Buffer Type: clkbuf_8
  • Maximum clock path buffer count: 2
  • CTS tree: built
  • # H-tree levels: 3

Setup path
  • Worst path top cell family by delay: flip-flops
  • Crit-path max cell delay: 0.31 ns
  • Buffers & Inverters on Critical Path: 1
  • Crit path max-delay cell type: dfxtp_2
  • Crit path max fanout: 1
  • Crit-path cells: buf_2
  • Element type at the critical path start: flip-flop
  • Crit Path Category: reg2out
  • Worst path arrival time: 0.74 ns
  • Required @ worst endpoint: 0.80 ns
  • Crit end category: primary output

Placement
  • Hpwl dp: 2990 um
  • Place WS: 0.0267 ns
  • PortBufs: 143
  • GP Congestion: 0.756

Power and ir drop
  • Static Leakage: 1.48 nW
  • Peak supply drop: 1.03 mV
  • Power density over cell area: 1730 nW/um2

Floorplan
  • Die boundary width: 81.6 um
  • Core area: 6030 um2
  • Die H: 81.6 um
  • Ports: 144
  • Chip area: 6660 um2
  • FP Core Util: 0.315
  • Site row count: 28

Cells and area
  • Commonest Layout Cell: buf_2
  • P&R area growth vs syn: 71.0%
  • Comb. cell area: 444 um2
  • Flop area: 1420 um2
  • Fillers: 561
  • Most numerous logic cells after layout: buf_2 (72), nor2b_1 (71), clkdlybuf4s50_1 (71)
  • Layout cell share with drive strength beyond 1: 0.298

Run
  • Number of max-cap violations: 0
  • Tool warnings: 25

Worst hold path
  • Worst min path class: in2reg
## report_power, final
group / internal, W / switching [W]
registers: 0.00298 / 0.0000281
logic: 0.000416 / 0.000122
clock network: 0.00112 / 0.000967
total: 0.00452 / 0.00112
## stage by stage
stage	cells	hold slack [ns]	power [W]	util	instance area [um2]
5_1_grt	377	0.194	0.00593	0.539	3250
6_report	377	0.197	0.00563	0.539	3250
2_1_floorplan	149	0.272	0.00317	-	1900
4_1_cts	377	0.178	0.00573	0.539	3250
3_3_place_gp	362	0.530	0.00376	0.569	3430
3_5_place_dp	362	0.533	0.00376	0.569	3430
## synth_stat cells (all sizes together)
| master | n |
|---|---|
| buf | 7 |
| nor2b | 71 |
| dfxtp | 71 |
## path summary, 6_finish.rpt
check / cells past startpoint / startpoint / end / slack, ns
max: 1 / MEMWB_memReadData[22] / MEMWB_memReadData[22] / 0.06
min: 2 / reset / MEMWB_writeReg[2] / 0.20
## area by class of cell
| cell class | instances | area share |
|---|---|---|
| clock buffer | 10 | 0.0393 |
| clock inverter | 5 | 0.0154 |
| multi-input combinational | 71 | 0.137 |
| sequential | 71 | 0.438 |
| tap | 75 | 0.0289 |
| timing repair buffer | 145 | 0.342 |
## logic make-up (layout without fill, tap and decap cells)
logic type    after synthesis  after routing  synth area share
buf+inv                     7            160            0.0184
simple gates               71             71             0.234
flops                      71             71             0.748
## repair_timing
item                       CTS  global route
buffers inserted             0             0
setup endpoints to repair   71             1
resized                    215             1
## registers in the layout, summed over array words and instances, names as in the netlist
name and cells:
MEMWB_aluResult 32, MEMWB_memReadData 32, MEMWB_writeReg 5, MEMWB_wb 2
## routing by layer
metal	GRT usage	vias to the layer above
met3	0.0699	9
met4	0.0281	0
met5	0	-
met1	0.161	631
li1	-	741
met2	0.200	84
No activity file was given, so power comes from the tool's default toggle rates.
